==> flow/design.v <==
module vendingMachine(clk, rst, A, B, C, state, y);
    input wire clk, rst, A, B, C;
    reg A_reg, B_reg, C_reg;
    reg A_trig, B_trig, C_trig;
    output reg [2:0] state;
    output reg y;
    parameter s0 = 3'b000;
    parameter s50 = 3'b001;
    parameter s100 = 3'b010;
    parameter s150 = 3'b011;
    parameter s200 = 3'b100;
    always @(posedge rst or posedge clk) begin   
        if (rst) begin
            {A_reg, B_reg, C_reg} <= 3'b000;
            {A_trig, B_trig, C_trig} <= 3'b000;
        end
        else begin
            {A_reg, B_reg, C_reg} <= {A, B, C};
            {A_trig, B_trig, C_trig} <= {A, B, C} & ~{A_reg, B_reg, C_reg};
        end
    end
    always @(posedge rst or posedge clk) begin   
        if (rst) state <= 3'b000;
        else begin
            case (state)
                s0: state <= A_trig ? s50 : B_trig ? s100 : s0;
                s50: state <= A_trig ? s100 : B_trig ? s150 : s50;
                s100: state <= A_trig ? s150 : B_trig ? s200 : s100;
                s150: state <= A_trig ? s200 : B_trig ? s200 : s150;
                s200: state <= A_trig ? s200 : B_trig ? s200 : C_trig ? s0 : s200;
            endcase
        end
    end
    always @(posedge rst or posedge clk) begin   
        if (rst) y <= 0;
        else begin
            case (state)
                s200: y <= C_trig ? 1 : 0;
            endcase
        end
    end
endmodule
==> flow/run.sh <==
#!/bin/bash
# OpenROAD 26Q1-2900-gdf79404cd8, Yosys 0.63+post, stock flow scripts
make -C /OpenROAD-flow-scripts/flow DESIGN_CONFIG=/design/flow/config.mk WORK_HOME=/design/flow/orfs finish
==> flow/config.mk <==
export PLATFORM = sky130hd
export DESIGN_NAME = vendingMachine
export DESIGN_NICKNAME = vendingMachine
export VERILOG_FILES = /design/flow/design.v
export SDC_FILE = /design/flow/constraint.sdc
export NUM_CORES = 4
export LEC_CHECK = 1
export CORE_AREA = 10 10 70 70
export DIE_AREA = 0 0 80 80
==> flow/constraint.sdc <==
current_design vendingMachine

set clk_period 1.3
set clk_io_pct 0.2

create_clock -name clk0 -period $clk_period [get_ports {clk}]

set non_clock_inputs [all_inputs -no_clocks]
set_input_delay [expr $clk_period * $clk_io_pct] -clock clk0 $non_clock_inputs
set_output_delay [expr $clk_period * $clk_io_pct] -clock clk0 [all_outputs]
==> results.txt <==
Implementation numbers.

- The top cell type by area accounts for a little under 70% of the synthesized area.
- In this run, post-CTS hold repair placed 0 buffers.
- The via count of the first global-routing pass was 302.
- The final clock period utilization by the worst path is 96.2%.
- The total negative slack for setup checks reads 0 ps.
- The register area share after synthesis is about 70%.
- Yosys reports that the most numerous cell types are sky130_fd_sc_hd__dfrtp_1 (10), sky130_fd_sc_hd__a21oi_1 (3), sky130_fd_sc_hd__nor2b_1 (3).
- The smallest clock period supported by the final layout is computed as around 1300 ps.
- Per the OpenROAD floorplan log, the area of the die is 6400 um^2.
- The multi-input gate area in the final layout reads 111 um^2.
- Before placement the cells fill 10.6% of the core.
- The area growth from synthesis to layout is 55.4%.
- The total leakage power reads 0.242 nW.
- The script computed a power per unit cell area of 1780 nW/um^2.
- The transition at the pin with the smallest max-transition slack reads 366 ps.
- The first global-routing pass estimated around 1200 um of wire.
- The yosys-reported design area after synthesis reads 362 um^2.
- The instance count of the mapped netlist is 28.
- For this run, the detailed router reports a per-instance via density of 2.81.
- Looking at the clock tree report, the maximum root-to-sink buffer count equals 2.
- Looking at the VDD voltage map, the peak drop is 0.614 mV.
- The top-level port count reads 9.
- Timing would allow up to 800 MHz.
- The flip-flop count of the largest register after layout reads 3.
- The gate-level netlist out of Yosys references 13 unique cell types.
- The area of the mapped netlist reads 362 um^2.
- The number of clock sinks reads 10.
- In the final report, the number of endpoints failing setup comes to 0.
- The total power consumption of the routed design is roughly 1 mW.
- The number of cell instances after yosys synthesis reads 28.
- The final antenna diode tally reported by the flow is 0.
- The vertical die dimension reads 80 um.
- The most frequent cell after synthesis is sky130_fd_sc_hd__dfrtp_1.
- The tally of max-capacitance violations reads 0.
- For this sky-water flow run, the detailed-routed wirelength per cell is reported as 7.82 um.
- Cells with a size suffix above 1 make up 23.3% of the layout.
- Buffers inserted during clock tree synthesis total 3.
- The sort of element at the end of the critical path is a flip-flop.
- The synthesis report lists the Yosys warning total as 1.
- For this run the aggregate overflow at the end of global routing stands at 0.
- Clock-pin slew was measured on the worst setup and hold paths at 60 ps.
- The run finished with clean final reports.
- The category of the worst setup path launch point reads a flip-flop.
- For the worst setup path, the data arrival time is 1390 ps.
- For the worst setup path, the data required time is 1440 ps.
- The number of pins with negative max-slew slack in the final report is 0.
- Measured on the finished design, the core utilization comes to 16.4%.
- Sorting the Yosys area breakdown by cell type puts at the top sky130_fd_sc_hd__dfrtp_1.
- The sequential cell area reads 251 um^2.
- The detailed router finished its first iteration with 0 violations.
- The number of rows created at floorplan is 21.
- Entering global routing, the biggest net connects 11 pins.
- The worst hold-check path type reads primary input to asynchronous set/reset pin.
- The relative slew slack is around 76%.
- The startpoint of the most critical setup path reads state[1].
- The post-synthesis average cell area reads 12.9 um^2.
- The floorplan step defined a core boundary enclosing 3420 um^2.
- The count of state elements after synthesis is 10.
- Across all register-to-register paths, the minimum setup slack is 50 ps.
- The global-route usage over all layers reads 2.29%.
- Setup repair after global routing left no endpoint under its margin.
- Counting the fill cells in the layout gives 393.
- The critical path maximum fanout is 3.
- The startpoint of the lowest-slack register-to-register path reads state[1].
- The tally of buffers added on design ports reads 8.
- The setup slack after layout is 49.8 ps.
- The number of optimization iterations in the first detailed-route pass reads 1.
- The number of failing hold endpoints at the final stage reads 0.
- The initial antenna violation count was 0.
- The horizontal die dimension reads 80 um.
- The total tool warning count reads 25.
- The placement summary gives the final routability congestion estimate as 0.726.
- By startpoint and endpoint, the worst setup path is classified as flip-flop to flip-flop.
- The latest clock arrival within the worst-skew pair is between 200 and 300 ps.
- TritonCTS built the clock tree.
- The number of H-tree levels reads 1.
- By area the synthesized netlist is led by sky130_fd_sc_hd__dfrtp_1 (69%), sky130_fd_sc_hd__nor2b_1 (5.2%), sky130_fd_sc_hd__a21oi_1 (4.2%), sky130_fd_sc_hd__mux2_1 (3.1%), sky130_fd_sc_hd__mux2i_1 (2.8%).
- The largest register by flop count is state.
- The routed layout has 250 vias.
- After detailed routing, the number of remaining DRC violations is 0.
- The async set-reset flop share out of synthesis is 100%.
- The largest clock skew in the final design reads 0.583 ps.
- The clock root buffer master reads sky130_fd_sc_hd__clkbuf_4.
- For this run, the leading register cell type out of synthesis is sky130_fd_sc_hd__dfrtp_1.
- Wires add up to 696 um.
- The number of cells on the worst reg-to-reg path reads 3.
- The sum of net half-perimeters after detailed placement reads 559 um.
- The number of antenna-violating nets in the routed design reads 0.
- At the placement stage, the worst setup path has a slack of 48.2 ps.
- The number of enable-type register cells in the synthesized netlist is 0.
area by class of cell:
cell class,count,share of cell area [%]
tap,46,10.2
timing repair buffer,11,17.4
inverter,2,1.34
clock buffer,4,6.46
multi-input combinational,16,19.8
sequential,10,44.8
layout by cell type, fill, tap and decap left out, drive strengths merged:
cell,synthesis,routed
a21oi,3,3
mux2i,1,1
nand2b,1,1
nor2b,3,3
clkdlybuf4s50,0,4
clkbuf,0,4
nor2,1,1
dfrtp,10,10
o21ai,3,3
inv,2,2
dlygate4sd2,0,4
xor2,1,1
mux2,1,1
nor3,1,1
buf,0,3
or4b,1,1
per-stage QoR:
stage	instance area [um^2]	hold slack, ps	cells
4_1_cts	554	286	89
2_1_floorplan	362	100	28
5_1_grt	562	317	89
3_5_place_dp	507	385	83
3_3_place_gp	507	383	83
6_report	562	274	89
final timing paths:
kind | endpoint
setup / recovery | state[2]
hold / removal | y
setup reg to reg | state[2]
hold reg to reg | B_trig
max in group asynchronous | state[0]
min in group clk0 | B_trig
critical path, cell delays in order (launching register included):
cell and delay (ps):
sky130_fd_sc_hd__dfrtp_1 410, sky130_fd_sc_hd__or4b_4 540, sky130_fd_sc_hd__a21oi_2 130, sky130_fd_sc_hd__a21oi_1 50
metal layers:
metal	vias up	global-route usage [%]	share of wire, %
met5	-	0	0
met1	115	2.74	51
met2	7	3.37	41
li1	126	-	-
met3	2	1.59	6.5
met4	0	0.352	1.1
power breakdown:
| part | switching, mW | leakage (nW) | internal, mW | total, mW |
|---|---|---|---|---|
| sequential | 0.0406 | 0.120 | 0.386 | 0.426 |
| clock | 0.0971 | 0.0210 | 0.170 | 0.267 |
| combinational | 0.122 | 0.101 | 0.187 | 0.309 |
cells by family (layout without fill, tap and decap cells):
group                     after synthesis  count (layout)  synth area share (%)
AOI/OAI and AO/OA                       6               6                  8.30
xor gates and xnor gates                1               1                  2.42
buffers and inverters                   2              17                  2.08
DFF                                    10              10                  69.2
muxes                                   2               2                  5.88
and+or+nand+nor                         7               7                  12.1
repair_timing:
action / CTS / global route
gates resized: 5 / 2
setup buffers: 2 / 0
hold endpoints to repair: 0 / 0
pin swaps: 0 / 1
cloned: 0 / 0
setup endpoints to repair: 4 / 1
No activity file was given, so power comes from the tool's default toggle rates.

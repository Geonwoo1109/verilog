--- /design/flow/run.sh ---
#!/bin/bash
# OpenROAD 26Q1-2900-gdf79404cd8, Yosys 0.63+post, stock flow scripts
make -C /OpenROAD-flow-scripts/flow DESIGN_CONFIG=/design/flow/config.mk WORK_HOME=/design/flow/orfs finish
--- /design/flow/config.mk ---
export PLATFORM = sky130hd
export DESIGN_NAME = updownCounter_3bit
export DESIGN_NICKNAME = updownCounter_3bit
export VERILOG_FILES = /design/flow/design.v
export SDC_FILE = /design/flow/constraint.sdc
export NUM_CORES = 4
export LEC_CHECK = 1
export CORE_AREA = 10 10 70 70
export DIE_AREA = 0 0 80 80
--- /design/flow/constraint.sdc ---
current_design updownCounter_3bit

set clk_period 2.5
set clk_io_pct 0.2

create_clock -name clk0 -period $clk_period [get_ports {clk}]

set non_clock_inputs [all_inputs -no_clocks]
set_input_delay [expr $clk_period * $clk_io_pct] -clock clk0 $non_clock_inputs
set_output_delay [expr $clk_period * $clk_io_pct] -clock clk0 [all_outputs]
--- /design/flow/design.v ---
module updownCounter_3bit(clk, rst, x, y, state);
    input wire clk, rst, x;      
    output reg y;                
    output reg [2:0] state;
    always @(posedge rst or posedge clk) begin
    end
    always @(posedge rst or posedge clk) begin
        if (rst) begin
            y <= 0;
            state <= 3'b000;
        end
        else begin
            if (!y) begin
                case (state)
                    3'b000: state <= x ? 3'b001 : 3'b000;
                    3'b001: state <= x ? 3'b010 : 3'b001;
                    3'b010: state <= x ? 3'b011 : 3'b010;
                    3'b011: state <= x ? 3'b100 : 3'b011;
                    3'b100: state <= x ? 3'b101 : 3'b100;
                    3'b101: state <= x ? 3'b110 : 3'b101;
                    3'b110: state <= x ? 3'b111 : 3'b110;
                    3'b111: begin
                            state <= x ? 3'b110 : 3'b111;
                            y <= x ? 1 : 0;
                        end
                endcase
            end
            else begin
                case (state)
                    3'b111: state <= x ? 3'b110 : 3'b111;
                    3'b110: state <= x ? 3'b101 : 3'b110;
                    3'b101: state <= x ? 3'b100 : 3'b101;
                    3'b100: state <= x ? 3'b011 : 3'b100;
                    3'b011: state <= x ? 3'b010 : 3'b011;
                    3'b010: state <= x ? 3'b001 : 3'b010;
                    3'b001: state <= x ? 3'b000 : 3'b001;
                    3'b000: begin
                            state <= x ? 3'b001 : 3'b000;
                            y <= x ? 0 : 1;
                        end
                endcase
            end
        end
    end
endmodule
==> results.txt <==
impl run done, here's what came out: status=finished clean, Yosys top cell by area=dfrtp_1, post-CTS sizing=0, Pint=0.249 mW, met1 Resource Use GR=2.01%, WL final=502 um, via count of the first global-routing pass=160, leakage power=0.125 nW, DIE AREA=0.00640 sq mm, worst hold path type=primary input to async pin, routed len/inst=6.61 um, setup_tns=0 ns, Synth Instances=22, hold buffer count at cts=0, CTS buffer count=3, largest net degree at the start of global routing=11, crit-path leading delay family=buffers and inverters, routing usage on met3=1.59%, part of the power in the clock network=20.9%, crit path capture type=output port, Core Box Area=0.00342 sq mm, worst setup margin=0.770 ns, first-pass GRT wire length=765 um, Cell variety after synth=14, Tmin final=1.73 ns, crit path kind=flop to output port, DR pass1 iterations=3, cycle use final=69.2%, CTS sink count=4, CP Buf/Inv Count=1, clk ins delay skew pair=0.23 ns, GRT overflow=0, total track usage=1.51%, M2 GR Usage=1.36%, worst slew pin tran=0.269 ns, register share of total power=41.9%, level count of the clock H-tree=1, DRT iter0 DRCs=40, Worst VDD drop=0.000172 V, layout cells sized above 1=13.3%, IO Count=7, Setup Skew=0.0000891 ns, Antenna Nets Post-Route=0, Cell Rows=21, Sw Share=32.2%, Fin. Hold Viols=0, Max Freq=578 MHz, yosys stat area=216 sq um, Reg clk slew, reported paths=0.03 ns, CTS tree=built, # Post-CTS Setup Buffers=0, CTS Root Cell=clkbuf_4, Final Util=10.2%, critical path data required time=2.00 ns, warnings from Yosys=1, Initial Util=6.34%, final setup violating endpoints=0, most numerous logic cell after layout=clkdlybuf4s50_1, Worst EP arrival=1.23 ns, Vias/cell=2.49, layer with the highest usage=met1, Power Dens Cells=1050 mW/mm^2, Synth Seq Share=46.2%, max_slew headroom=82.0%, switching power=0.118 mW, Mapped Avg Cell Area=9.84 sq um, CP Cell Sequence=clkdlybuf4s50_1, CP max FO=10, DP Worst Slack=0.686 ns, port bufs=6, vias=189, Setup crit start kind=flop, number of cells in Yosys stat=22, Synth area leaders=dfrtp_1 46%, a21oi_1 9.2%, a31oi_1 5.8%, RSZ-0062 raised after global routing=false, antenna violations before repair=0, Area leader share=46.2%, chip height=80 um, count of tool warnings=25, # DRC=0, Die Width=80 um, CP peak stage delay=0.52 ns, #FFs+latches synth=4, Final Max Slew Viols=0, global placer's final weighted congestion=0.657, Cell Area, Synth=216 sq um, clk buf depth=2, max cap viols=0, ANT cells=0, commonest cells after routing, fill and taps aside=6 x clkdlybuf4s50_1, 4 x a21oi_1, 4 x dfrtp_1, CP max stage cell=clkdlybuf4s50_1, Comb power frac=37.3%, hpwl dp=371 um, Area Growth Syn to Fin=61.3%
## layer usage
metal	wire length [um]	vias to the layer above
met5	0	-
met4	0	0
met3	104	0
met2	172	7
met1	226	85
li1	-	97
## cells in the mapped netlist, drive strengths merged
cell type	number
a31oi	2
inv	2
o21ai	1
and4bb	1
nor2	1
a21oi	4
or3b	1
o221a	1
nand3	1
dfrtp	4
nor2b	1
nand3b	1
buf	1
xor2	1
## power groups by stage
stage	clock network, mW	registers [mW]	logic, mW
4_1_cts	0.0815	0.154	0.139
5_1_grt	0.0920	0.162	0.154
6_report	0.0766	0.154	0.137
## path summary, 6_finish.rpt
kind | end | depth (start not counted) | from | slack, ns
setup reg to reg | y | 3 | state[1] | 1.32
hold / removal | state[0] | 2 | rst | 0.45
setup / recovery | state[1] | 1 | state[1] | 0.77
max in group asynchronous | state[1] | 2 | rst | 1.91
min in group clk0 | state[0] | 1 | state[0] | 0.56
hold reg to reg | state[0] | 1 | state[0] | 0.56
## area by class of cell
class | count | area, sq um
Clock buffer | 3 | 22.5
Fill cell | 405 | 3070
Inverter | 2 | 7.51
Multi-Input combinational cell | 15 | 101
Sequential cell | 4 | 100
Tap cell | 46 | 57.6
Timing Repair Buffer | 6 | 60.1
## per-stage QoR
| stage | total power, mW | std cells | cell area (sq um) | hold slack [ns] |
|---|---|---|---|---|
| finish | 0.367 | 76 | 349 | 0.451 |
| global route | 0.407 | 76 | 349 | 0.466 |
| CTS | 0.374 | 76 | 349 | 0.446 |
| detailed placement | 0.293 | 73 | 327 | 0.567 |
| global placement | 0.289 | 73 | 327 | 0.569 |
| floorplan | 0.209 | 22 | 216 | 0.266 |
## flip-flops by register name (all words and copies together), names as in the netlist
name   cells
state      3
y          1
## kinds of logic (layout without fill, tap and decap cells)
logic type	after synthesis	count (layout)	synth area share, %
AND-OR/OR-AND	8	8	22.5
buffers and inverters	3	11	6.94
flip-flops	4	4	46.2
XOR/XNOR	1	1	4.05
AND/OR/NAND/NOR	6	6	20.2
Power is estimated from default activity; no workload was simulated.

### /design/flow/config.mk
export PLATFORM = sky130hd
export DESIGN_NAME = stateMachine
export DESIGN_NICKNAME = stateMachine
export VERILOG_FILES = /design/flow/design.v
export SDC_FILE = /design/flow/constraint.sdc
export NUM_CORES = 4
export LEC_CHECK = 1
export CORE_AREA = 10 10 70 70
export DIE_AREA = 0 0 80 80
### /design/flow/constraint.sdc
current_design stateMachine

set clk_period 1.4
set clk_io_pct 0.2

create_clock -name clk0 -period $clk_period [get_ports {clk}]

set non_clock_inputs [all_inputs -no_clocks]
set_input_delay [expr $clk_period * $clk_io_pct] -clock clk0 $non_clock_inputs
set_output_delay [expr $clk_period * $clk_io_pct] -clock clk0 [all_outputs]
### /design/flow/design.v
module stateMachine(clk, rst, x, y, state);
    input wire clk, rst, x;
    reg x_reg, x_trig;
    output reg y;
    output reg [1:0] state;
    always @(posedge rst or posedge clk) begin
        if (rst) {x_reg, x_trig} <= 2'b00;
        else begin
            x_reg <= x;
            x_trig <= x & ~x_reg;
        end
    end
    always @(posedge rst or posedge clk) begin
        if (rst) state <= 2'b00;
        else begin
            case(state)
                2'b00: state <= x_trig ? 2'b01 : 2'b00;
                2'b01: state <= x_trig ? 2'b11 : 2'b00;
                2'b10: state <= x_trig ? 2'b10 : 2'b00;
                2'b11: state <= x_trig ? 2'b10 : 2'b00;
            endcase
        end
    end
    always @(posedge rst or posedge clk) begin
        if (rst) y <= 1'b0;
        else begin
            case(state)
                2'b00: y <= x_trig ? 0 : 0;
                2'b01: y <= x_trig ? 0 : 1;
                2'b10: y <= x_trig ? 0 : 1;
                2'b11: y <= x_trig ? 0 : 1;
            endcase
        end              
    end
endmodule
### /design/flow/run.sh
#!/bin/bash
# OpenROAD 26Q1-2900-gdf79404cd8, Yosys 0.63+post, stock flow scripts
make -C /OpenROAD-flow-scripts/flow DESIGN_CONFIG=/design/flow/config.mk WORK_HOME=/design/flow/orfs finish
==> flow_metrics.tcl <==
# yosys + openroad results
set metrics [dict create \
    critPathKind "reg -> out" \
    setup_violations 0 \
    avgViaCountPerCell 1.56 \
    clk_pin_slew_ns 0.04 \
    cts-root-buf "clkbuf_4" \
    power_switching_share_pct 19.7 \
    period_used_pct 94.6 \
    warnings 25 \
    cp-startpoint "state[1]" \
    clk_latency_ns 0.24 \
    antenna_found_initial 0 \
    wl_um 363 \
    cp.arrival_ns 1.04 \
    yosysWarnings 1 \
    synth_cell_type_count 6 \
    h-tree-depth 1 \
    num_antenna_cells 0 \
    drt-pass1-iter-count 2 \
    comb_power_share_pct 8.4 \
    synth.logic.top_family "AND-OR/OR-AND gates" \
    grt_pass1_vias 106 \
    p_seq_share_pct 44.4 \
    postSynthCellCount 10 \
    slowest_stage "clkdlybuf4s50_1" \
    relSlewSlack_pct 87.6 \
    xor_share_pct 0 \
    rsz0062_at_grt "false" \
    die_area_sq_um 6400 \
    portBuffers 5 \
    num_rows 21 \
    largest_reg_flops 2 \
    startpoint_type "flip-flop" \
    worst-slew-pin-transition_ns 0.185 \
    timing.final.ws_setup_ns 0.0758 \
    regMostFlops "state" \
    cp_max_fo 2 \
    yosysChipArea_sq_um 161 \
    crit_required_ns 1.12 \
    max_stage_delay_ns 0.47 \
    overflow 0 \
    first_iter_violations 1 \
    gp_congestion 0.600 \
    fillers 405 \
    drc 0 \
    area_growth_pct 98.4 \
    final-comb-area_sq_um 32.5 \
    slew_viol_final 0 \
    yosys.stat.seqShare_pct 77.5 \
    fa_ha_area_share_pct 0 \
    r2r_start "state[1]" \
    drive_gt1_share_pct 36.4 \
    p_int_mw 0.282 \
    clockBufferDepth 2 \
    hold_buffers 0 \
    cts_buffers 3 \
    cts_tree "built" \
    end_kind "primary output" \
    critPathBufInv 1 \
    period_needed_ns 1.32 \
    skew_ns 0.00269 \
    yosysCellCount 10 \
    grt_pass1_wl_um 538 \
    tns_ns 0 \
    timing.fmax_mhz 755 \
    p_switching_mw 0.0692 \
    holdWs_ns 0.237 \
    power_density_nw_per_um2 1100 \
    floorplan.core_util_pct 4.73 \
    ys_sh_mux_pct 0 \
    critical-path-top-delay-family "buffers and inverters" \
    pre_cts_ws_ns 0.252 \
    ir_drop_mv 0.283 \
    die_x_um 80 \
    ys_sh_simple_pct 9.30 \
    cellLeakagePower_nw 0.145 \
    fp.dieH_um 80 \
    drv_cap 0 \
    antenna_left 0 \
    avgSynthCellArea_sq_um 16.1 \
    finalHoldViolCount 0 \
    syn-cell-area_sq_um 161 \
    worst_hold_path_type "in -> async" \
    crit_chain "clkdlybuf4s50_1" \
    aoi_share_pct 10.9 \
    regArea_sq_um 125 \
    status "finished clean" \
    p_clk_share_pct 47.2 \
    grt_use_total_pct 1.18 \
    cts_sinks 5 \
    io_pins 6 \
    wl_per_cell_um 5.34 \
    core_area_sq_um 3420 \
    vias 106 \
    grt_max_degree 6 \
    power_mw 0.351 \
    synth_flops 5 \
]
-- routing by layer --
| layer | GRT usage (%) | vias up | wire, um |
|---|---|---|---|
| met1 | 1.47 | 42 | 211 |
| met3 | 1.82 | 0 | 79 |
| li1 | - | 55 | - |
| met2 | 0.883 | 9 | 72 |
| met5 | 0 | - | 0 |
| met4 | 0.352 | 0 | 0 |
-- power by group through the flow --
stage	clock network, mW	logic [mW]	registers [mW]
finish	0.166	0.0297	0.156
global route	0.189	0.0330	0.157
CTS	0.172	0.0260	0.156
-- area by class of cell --
| cell class | count | share of cell area, % |
|---|---|---|
| clock buffers | 4 | 8.20 |
| well taps | 46 | 18.0 |
| repair buffers | 8 | 23.4 |
| flip-flops and latches | 5 | 39.1 |
| multi-input cells | 4 | 10.2 |
| inverters | 1 | 1.17 |
-- worst paths after layout --
path,end,slack [ns],cells past startpoint
min in group clk0,x_trig,0.40,1
max in group asynchronous,x_trig,0.99,2
setup / recovery,state[1],0.08,1
hold / removal,y,0.24,2
hold reg to reg,x_trig,0.40,1
setup reg to reg,y,0.59,2
-- synthesized netlist by cell type, drive strengths merged --
master,number,share of area (%)
and2b,1,5.4
nor2b,1,3.9
dfrtp,5,78
inv,1,2.3
o21a,1,4.7
o21ba,1,6.2
-- cell families after synthesis --
| family | after synthesis |
|---|---|
| flip-flops | 5 |
| AND/OR/NAND/NOR | 2 |
| AND-OR/OR-AND | 2 |
| buffers and inverters | 1 |
-- per-stage QoR --
stage	area [sq um]	util (%)	std cells
after floorplan	161	-	10
after global placement	269	7.88	61
after detailed placement	269	7.88	61
after CTS	303	8.86	66
after global routing	320	9.38	68
final	320	9.38	68
-- cell usage in the layout, fill, tap and decap left out --
master           n
and2b_2          1
buf_4            3
clkbuf_1         1
clkbuf_4         3
clkdlybuf4s50_1  4
dfrtp_1          5
dlymetal6s2s_1   1
inv_1            1
nor2b_1          1
o21a_1           1
o21ba_2          1
-- what timing repair did --
action                                  4_1_cts  5_1_grt
endpoints found under the setup margin        1        1
cloned                                        0        0
setup buffers                                 1        2
resized                                       0        1
Power and IR drop assume default switching activity.
